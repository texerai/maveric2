===== ./design.v =====
module bht
#(
    parameter SET_COUNT     = 32,
    parameter INDEX_WIDTH   = 5,
    parameter SATUR_COUNT_W = 2
)
(
    input  logic                     clk_i,
    input  logic                     arst_i,
    input  logic                     stall_if_i,
    input  logic                     bht_update_i,
    input  logic                     branch_taken_i,
    input  logic [INDEX_WIDTH - 1:0] set_index_i,
    input  logic [INDEX_WIDTH - 1:0] set_index_ex_i,
    output logic                     bht_pred_taken_o
);
    logic carry_t;
    logic carry_n;
    logic [SATUR_COUNT_W - 1:0] bht_t;  
    logic [SATUR_COUNT_W - 1:0] bht_n;  
    logic bht_update;
    assign {carry_t, bht_t} = bht_mem[set_index_ex_i] + 2'b1;
    assign {carry_n, bht_n} = bht_mem[set_index_ex_i] - 2'b1;
    assign bht_update = bht_update_i & (~ stall_if_i);
    logic [SATUR_COUNT_W - 1:0] bht_mem [SET_COUNT - 1:0];
    always_ff @(posedge clk_i, posedge arst_i) begin
        if (arst_i) begin
            for ( int i  = 0; i < SET_COUNT - 1; i++) begin
                bht_mem[i] <= 2'b01;  
            end
        end else if (bht_update) begin
            if      (  branch_taken_i & (~ carry_t)) bht_mem[set_index_ex_i] <= bht_t;
            else if (~ branch_taken_i & (~ carry_n)) bht_mem[set_index_ex_i] <= bht_n;
        end
    end
    assign bht_pred_taken_o = bht_mem[set_index_i][1];
endmodule
module branch_pred_unit
#(
    parameter ADDR_WIDTH = 64
)
(
    input  logic                    clk_i,
    input  logic                    arst_i,
    input  logic                    stall_if_i,
    input  logic                    branch_instr_i,
    input  logic                    branch_taken_i,
    input  logic [             1:0] way_write_i,
    input  logic [ADDR_WIDTH - 1:0] pc_i,
    input  logic [ADDR_WIDTH - 1:0] pc_ex_i,
    input  logic [ADDR_WIDTH - 1:0] pc_target_addr_ex_i,
    output logic                    branch_pred_taken_o,
    output logic [             1:0] way_write_o,
    output logic [ADDR_WIDTH - 1:0] pc_target_addr_pred_o
);
    localparam SET_COUNT         = 16;
    localparam N                 = 4;
    localparam INDEX_WIDTH       = $clog2 (SET_COUNT);                            
    localparam BIA_WIDTH         = ADDR_WIDTH - INDEX_WIDTH - BYTE_OFFSET_WIDTH;  
    localparam BYTE_OFFSET_WIDTH = 2;
    localparam BIA_MSB   = ADDR_WIDTH - 1;               
    localparam BIA_LSB   = BIA_MSB - BIA_WIDTH + 1;      
    localparam INDEX_MSB = BIA_LSB - 1;                  
    localparam INDEX_LSB = INDEX_MSB - INDEX_WIDTH + 1;  
    localparam SET_COUNT_BHT   = 64;
    localparam INDEX_WIDTH_BHT = $clog2(SET_COUNT_BHT);
    localparam SATUR_COUNT_W   = 2;
    logic [BIA_WIDTH   - 1:0] bia_write;
    logic [INDEX_WIDTH - 1:0] index_write;
    logic                     btb_hit;
    logic bht_taken;
    assign bia_write   = pc_ex_i[BIA_MSB  :BIA_LSB  ];
    assign index_write = pc_ex_i[INDEX_MSB:INDEX_LSB];
    btb # (
        .SET_COUNT   (SET_COUNT  ),
        .N           (N          ),
        .INDEX_WIDTH (INDEX_WIDTH),
        .BIA_WIDTH   (BIA_WIDTH  ),
        .ADDR_WIDTH  (ADDR_WIDTH )
    ) BTB0 (
        .clk_i          (clk_i                ),
        .arst_i         (arst_i               ),
        .stall_if_i     (stall_if_i           ),
        .branch_taken_i (branch_taken_i       ),
        .target_addr_i  (pc_target_addr_ex_i  ),
        .pc_i           (pc_i                 ),
        .way_write_i    (way_write_i          ),
        .bia_write_i    (bia_write            ),
        .index_write_i  (index_write          ),
        .hit_o          (btb_hit              ),
        .way_write_o    (way_write_o          ),
        .target_addr_o  (pc_target_addr_pred_o)
    );
    bht # (
        .SET_COUNT     (SET_COUNT_BHT  ),
        .INDEX_WIDTH   (INDEX_WIDTH_BHT),
        .SATUR_COUNT_W (SATUR_COUNT_W  )
    ) BHT0 (
        .clk_i            (clk_i                            ),
        .arst_i           (arst_i                           ),
        .stall_if_i       (stall_if_i                       ),
        .bht_update_i     (branch_instr_i                   ),
        .branch_taken_i   (branch_taken_i                   ),
        .set_index_i      (pc_i      [INDEX_WIDTH_BHT + 1:2]),
        .set_index_ex_i   (pc_ex_i [INDEX_WIDTH_BHT + 1:2]  ),
        .bht_pred_taken_o (bht_taken                        )
    );
    assign branch_pred_taken_o = btb_hit & bht_taken;
endmodule
module btb
#(
    parameter SET_COUNT   = 4,
    parameter N           = 4,
    parameter INDEX_WIDTH = 2,
    parameter BIA_WIDTH   = 60,
    parameter ADDR_WIDTH  = 64
)
(
    input  logic                     clk_i,
    input  logic                     arst_i,
    input  logic                     stall_if_i,
    input  logic                     branch_taken_i,
    input  logic [ADDR_WIDTH  - 1:0] target_addr_i,
    input  logic [ADDR_WIDTH  - 1:0] pc_i,
    input  logic [$clog2(N)   - 1:0] way_write_i,
    input  logic [BIA_WIDTH   - 1:0] bia_write_i,
    input  logic [INDEX_WIDTH - 1:0] index_write_i,
    output logic                     hit_o,
    output logic [$clog2(N)   - 1:0] way_write_o,
    output logic [ADDR_WIDTH  - 1:0] target_addr_o
);
    localparam BIA_MSB   = ADDR_WIDTH - 1;               
    localparam BIA_LSB   = BIA_MSB - BIA_WIDTH + 1;      
    localparam INDEX_MSB = BIA_LSB - 1;                  
    localparam INDEX_LSB = INDEX_MSB - INDEX_WIDTH + 1;  
    logic [BIA_WIDTH   - 1:0] bia_read;   
    logic [INDEX_WIDTH - 1:0] index_read;
    logic                    hit;
    logic [N          - 1:0] hit_find;
    logic [$clog2 (N) - 1:0] way_read;
    logic [$clog2 (N) - 1:0] plru;
    logic btb_update;
    logic [BIA_WIDTH  - 1:0] bia_mem   [SET_COUNT - 1:0][N - 1:0];  
    logic [ADDR_WIDTH - 1:0] bta_mem   [SET_COUNT - 1:0][N - 1:0];  
    logic [N          - 1:0] valid_mem [SET_COUNT - 1:0];           
    logic [N          - 1:0] plru_mem  [SET_COUNT - 1:0];           
    assign bia_read   = pc_i[BIA_MSB  :BIA_LSB  ];
    assign index_read = pc_i[INDEX_MSB:INDEX_LSB];
    assign btb_update = branch_taken_i & (~ stall_if_i);
    always_comb begin
        hit_find[0] = valid_mem[index_read][0] & (bia_mem[index_read][0] == bia_read);
        hit_find[1] = valid_mem[index_read][1] & (bia_mem[index_read][1] == bia_read);
        hit_find[2] = valid_mem[index_read][2] & (bia_mem[index_read][2] == bia_read);
        hit_find[3] = valid_mem[index_read][3] & (bia_mem[index_read][3] == bia_read);
        casez ( hit_find )
            4'bzzz1: way_read = 2'b00;
            4'bzz10: way_read = 2'b01;
            4'bz100: way_read = 2'b10;
            4'b1000: way_read = 2'b11;
            default: way_read = plru;  
        endcase
    end
    assign hit = | hit_find;
    assign plru = {plru_mem[index_read][0], (plru_mem[index_read][0] ? plru_mem[index_read][2] : plru_mem[index_read][1])};
    always_ff @(posedge clk_i, posedge arst_i) begin
        if (arst_i) begin
            for (int i = 0; i < SET_COUNT; i++) begin
                valid_mem [i] <= '0;
            end
        end else if (btb_update) valid_mem[index_write_i][way_write_i] <= 1'b1;
    end
    always_ff @(posedge clk_i, posedge arst_i) begin
        if (arst_i) begin
            for (int i = 0; i < SET_COUNT; i++) begin
                plru_mem [i] <= '0;
            end
        end else if (btb_update) begin
            plru_mem [index_write_i][0                    ] <= ~ way_write_i[1];
            plru_mem [index_write_i][1 + way_write_i [1]] <= ~ way_write_i[0];
        end
    end
    always_ff @(posedge clk_i) begin
        if (btb_update) begin
            bia_mem[index_write_i][way_write_i] <= bia_write_i;
            bta_mem[index_write_i][way_write_i] <= target_addr_i;
        end
    end
    assign hit_o         = hit;
    assign target_addr_o = bta_mem[index_read][way_read];
    assign way_write_o = way_read;
endmodule

===== ./run.sh =====
#!/bin/bash
# OpenROAD 26Q1-2900-gdf79404cd8, Yosys 0.63+post, stock flow scripts
make -C /OpenROAD-flow-scripts/flow DESIGN_CONFIG=/design/flow/config.mk WORK_HOME=/design/flow/orfs finish

===== ./config.mk =====
export PLATFORM = sky130hd
export DESIGN_NAME = branch_pred_unit
export DESIGN_NICKNAME = branch_pred_unit
export VERILOG_FILES = /design/flow/design.v
export SDC_FILE = /design/flow/constraint.sdc
export NUM_CORES = 4
export LEC_CHECK = 1
export CORE_UTILIZATION = 30
export SYNTH_MEMORY_MAX_BITS = 65536

===== ./constraint.sdc =====
current_design branch_pred_unit

set clk_period 902.3
set clk_io_pct 0.2

create_clock -name clk0 -period $clk_period [get_ports {clk_i}]

set non_clock_inputs [all_inputs -no_clocks]
set_input_delay [expr $clk_period * $clk_io_pct] -clock clk0 $non_clock_inputs
set_output_delay [expr $clk_period * $clk_io_pct] -clock clk0 [all_outputs]

==> run summary <==
Synthesis and place-and-route results.

- The final period demand of the worst path is 374840 ps.
- The number of setup violations in the final report is 0.
- The worst setup timing slack at the placement stage is 527680 ps.
- Per the hold report, the tightest min-delay path originates at BTB0.valid_mem[9][3]$_DFFE_PP0P_.
- The number of CTS-inserted buffers is 774.
- In this run the cell area of the synthesized design comes to 317100 um^2.
- The die height is 1030 um.
- The combinational group share of total power is 9.7%.
- On the reported timing paths, the clock transition at the registers reads 60 ps.
- The width of the die is 1030 um.
- The end point of the most critical hold path is BTB0.valid_mem[9][3]$_DFFE_PP0P_.
- The number of antenna violations at the first check in global routing is 104.
- Adding up every negative setup slack in the final design gives 0 ps.
- The sum of internal, switching and leakage power is 0.8087 mW.
- The worst hold-check path type is register to register.
- The share of the synthesized area in the top cell type is 73.96%.
- Clock skew on the completed layout was measured at 55.58 ps.
- The overall routed net length is 1081000 um.
- For this run, design rule violations remaining after detail routing come to 0.
- The H-tree was split into 6 levels.
- The number of DRC markers after the initial detailed-route iteration is 14738.
- Yosys printed 5 warnings.
- In this run, synthesis inferred 7810 flip-flops with an integrated enable.
- The fraction of layout instances using a drive strength above 1 is 17.59%.
- The root buffer cell is sky130_fd_sc_hd__clkbuf_16.
- The sequential standard cell area is 240600 um^2.
- The flow ran to the end, and the final reports show no timing, DRC or antenna violations.
- Setup repair after global routing left no endpoint under its margin.
- Hold is met by 462.8 ps.
- The pin slew with the least headroom to its limit is 1470 ps.
- The reg-to-reg critical path startpoint is BHT0.bht_mem[32][1]$_DFFE_PP0P_.
- The final timing report lists a hold violation count of 0.
- In this run the power density over the cells is 2.226 nW/um^2.
- The number of standard-cell rows in the floorplan is 377.
- The number of cells on the worst reg-to-reg path is 12.
- The internal power contribution is 0.6127 mW.
- The depth of the worst hold-timing path is 1.
- Net switching is 24.23% of the power.
- In the Yosys stats the netlist draws on 94 distinct library cells.
- STA classifies the critical path startpoint as a primary input.
- The number of OpenROAD warnings is 44.
- The capture point of the worst register-to-register path is recorded as BHT0.bht_mem[63][1]$_DFFE_PP_.
- Dividing the detail-routed wire length by the instance count gives 32.03 um.
- At the end of the flow the core is filled with cells to 34.48%.
- The number of hold buffers added after CTS is 0.
- Looking at the power breakdown, sequential logic takes 51.2% of the total.
- The flow measured a signed area growth from synthesis to layout of 14.59%.
- The wire length of the first global-routing pass is 1482000 um.
- The share of the clock period used by the worst path after layout is 41.54%.
- The data arrival time reported for the critical path is 194380 ps.
- Post-CTS repair changed the size of 0 cells.
- Across all layers, the routed design uses 180508 vias.
- The tally of max-capacitance violations is 0.
- The via count of the first global-routing pass is 188217.
- The final weighted congestion in routability-driven placement is 0.9990.
- The flip-flop and latch count after synthesis is 8048.
- For this run, the register share of the synthesized area comes to 75.86%.
- For this run, the detailed router reports a per-instance via density of 5.350.
- Yosys attributes the largest share of cell area to sky130_fd_sc_hd__edfxtp_1 (74%), sky130_fd_sc_hd__mux4_2 (5.7%), sky130_fd_sc_hd__mux2i_1 (4.2%).
- The sort of element at the end of the critical path is an output port.
- The number of cells reported by Yosys stat comes to 18115.
- The count of buffers added on input and output ports is 261.
- The combinational gate area is 71040 um^2.
- The highest clock rate this design can be run at is 2.668 MHz.
- In this run the count of I/O pins placed on the die edge is 266.
- The highest supply drop recorded on VDD is 0.001862 mV.
- STA lists the maximum fanout along the critical path as 140.
- The headroom to the max-slew limit is 0.7345%.
- The worst-skew pair later-pin latency is 1110 ps.
- The floorplan step defined a core boundary enclosing 1054000 um^2.
- The floorplan-stage core utilization is 30.09%.
- The number of iterations in the first detailed-routing pass is 6.
- The total setup buffers inserted after CTS is 0.
- The number of filler cells placed in the layout is 97278.
- The die area is 1061000 um^2.
- Per the synthesis report, the dominant area consumer among library cells is sky130_fd_sc_hd__edfxtp_1.
- Entering global routing, the biggest net connects 141 pins.
- The maximum count of clock buffers along a single path is 5.
- The final timing report gives a worst setup slack of 527460 ps.
- The endpoint required time on the critical path is 721840 ps.
- TritonCTS built the clock tree.
- Of the total power, the clock network draws 39.2%.
- The number of sinks driven by the clock tree is 8048.
- Summed over all nets, the switching power comes to 0.1959 mW.
- The total track usage is 21.40%.
- The post-synthesis cell count is 18115.
- Detailed placement finished with a half-perimeter wire length of 640200 um.
- The mean cell area of the mapped netlist is 17.51 um^2.
- The final count of pins violating max slew is 0.
- Recorded from the global router log, the overflow total was 0.
- The leakage power summed over all cells is 116.2 nW.
- The chip area line in the Yosys stat output reads 317100 um^2.
- In the setup report, the worst path falls into the class primary input to output port.
- The worst register-to-register path has a setup slack of 898000 ps.
- The share of flip-flops with an asynchronous set or reset after synthesis is 2.957%.
- The count of nets left with antenna violations after detail routing is 0.
- The main flop type is sky130_fd_sc_hd__edfxtp_1.
[cells by family (layout without fill, tap and decap cells)]
group                      Yosys count  count (layout)  synth area share [%]
other                                0             123                     0
DFF                               8048            8048                 75.86
and+or+nand+nor                   3991            3991                 5.348
xor gates and xnor gates           223             223                0.6159
muxes                             2346            2346                 10.67
adders and majority gates            2               2              0.007890
buffers and inverters             1178            2659                 1.973
AOI/OAI and AO/OA                 2327            2327                 5.526
[critical path, stage by stage]
cell                              delay, ps
sky130_fd_sc_hd__buf_8                  400
sky130_fd_sc_hd__buf_4                  520
sky130_fd_sc_hd__buf_4                  470
sky130_fd_sc_hd__buf_4                  660
sky130_fd_sc_hd__buf_4                  530
sky130_fd_sc_hd__and2_4                 520
sky130_fd_sc_hd__buf_4                  670
sky130_fd_sc_hd__buf_4                  600
sky130_fd_sc_hd__a221oi_1               280
sky130_fd_sc_hd__a2111oi_0              490
sky130_fd_sc_hd__nand3_1                170
sky130_fd_sc_hd__a32oi_1                210
sky130_fd_sc_hd__or4b_1                 600
sky130_fd_sc_hd__or4b_1                 650
sky130_fd_sc_hd__a211o_4                570
sky130_fd_sc_hd__clkinv_16              440
sky130_fd_sc_hd__buf_4                  690
sky130_fd_sc_hd__buf_4                  580
sky130_fd_sc_hd__buf_4                  580
sky130_fd_sc_hd__buf_4                  730
sky130_fd_sc_hd__buf_4                  670
sky130_fd_sc_hd__buf_4                  740
sky130_fd_sc_hd__mux2i_1                260
sky130_fd_sc_hd__a32oi_1                 80
sky130_fd_sc_hd__a41o_1                 290
sky130_fd_sc_hd__a211o_1                320
sky130_fd_sc_hd__o22a_1                 270
sky130_fd_sc_hd__clkdlybuf4s50_1        460
[metrics by stage]
stage	std cells	cell area, um^2
floorplan	18115	317100
global placement	32230	338900
detailed placement	32230	338900
CTS	33619	363100
global route	33693	363200
finish	33742	363400
[area by class of cell]
class	instances	area share (%)
flip-flops and latches	8048	66.20
clock buffers	996	5.704
inverters	58	0.07885
well taps	14023	4.829
multi-input cells	8889	19.55
repair buffers	1212	2.603
diodes	123	0.08471
clock inverters	393	0.9473
[sequential cells by signal, summed over array words and instances (netlist names), named ones only]
name / flops
BHT0.bht_mem: 128
BTB0.bia_mem: 3712
BTB0.bta_mem: 4096
BTB0.plru_mem: 32
BTB0.valid_mem: 64
[worst max-delay path by stage]
| stage | start | to | slack [ps] | cells after the start |
|---|---|---|---|---|
| final | pc_i[4] | pc_target_addr_pred_o[36] | 527460 | 28 |
| after global routing | pc_i[4] | pc_target_addr_pred_o[36] | 527070 | 28 |
| after CTS | pc_i[4] | pc_target_addr_pred_o[36] | 527680 | 28 |
[power by group through the flow]
stage	sequential, mW	combinational, mW	clock, mW
final	0.414	0.0783	0.317
after CTS	0.414	0.0772	0.320
after global routing	0.414	0.0827	0.334
[cell usage after synthesis, types with 32 or more instances]
| cell | instances |
|---|---|
| sky130_fd_sc_hd__a2111oi_0 | 66 |
| sky130_fd_sc_hd__a211oi_1 | 50 |
| sky130_fd_sc_hd__a21oi_1 | 163 |
| sky130_fd_sc_hd__a221oi_1 | 115 |
| sky130_fd_sc_hd__a22o_1 | 45 |
| sky130_fd_sc_hd__a22oi_1 | 182 |
| sky130_fd_sc_hd__a31oi_1 | 305 |
| sky130_fd_sc_hd__a32o_1 | 77 |
| sky130_fd_sc_hd__a32oi_1 | 413 |
| sky130_fd_sc_hd__and3_1 | 116 |
| sky130_fd_sc_hd__buf_1 | 85 |
| sky130_fd_sc_hd__buf_2 | 309 |
| sky130_fd_sc_hd__buf_4 | 193 |
| sky130_fd_sc_hd__buf_6 | 82 |
| sky130_fd_sc_hd__clkbuf_1 | 443 |
| sky130_fd_sc_hd__dfrtp_1 | 175 |
| sky130_fd_sc_hd__dfstp_2 | 63 |
| sky130_fd_sc_hd__edfxtp_1 | 7810 |
| sky130_fd_sc_hd__inv_1 | 39 |
| sky130_fd_sc_hd__mux2_2 | 209 |
| sky130_fd_sc_hd__mux2i_1 | 1330 |
| sky130_fd_sc_hd__mux4_2 | 806 |
| sky130_fd_sc_hd__nand2_1 | 2714 |
| sky130_fd_sc_hd__nand2b_1 | 32 |
| sky130_fd_sc_hd__nand3_1 | 491 |
| sky130_fd_sc_hd__nand4_1 | 72 |
| sky130_fd_sc_hd__nor2_1 | 254 |
| sky130_fd_sc_hd__nor3_1 | 74 |
| sky130_fd_sc_hd__o211ai_1 | 64 |
| sky130_fd_sc_hd__o21ai_0 | 239 |
| sky130_fd_sc_hd__o22a_1 | 44 |
| sky130_fd_sc_hd__o22ai_1 | 152 |
| sky130_fd_sc_hd__o31a_1 | 35 |
| sky130_fd_sc_hd__o31ai_1 | 52 |
| sky130_fd_sc_hd__or2_2 | 79 |
| sky130_fd_sc_hd__xnor2_1 | 193 |
[layer usage]
layer	wire length (um)	up-vias	global-route usage, %
met5	7189	-	5.584
met4	54390	172	8.415
met3	245400	2658	21.76
met2	462900	14748	29.43
met1	310900	88713	20.68
li1	-	74217	-
[layout by cell type (no fill, tap or decap), drive strengths merged, types with 35 or more instances in the layout]
master and n:
a32o 77, clkdlybuf4s50 133, a221oi 116, a211oi 50, dfrtp 175, or2 80, a21oi 165, o22ai 152
clkbuf 996, nand2 2714, mux2i 1330, a31oi 305, a32oi 413, o21ai 242, a22oi 182, o211ai 64
inv 60, clkinv 334, a22o 45, a2111oi 82, diode 123, edfxtp 7810, nand3 491, mux4 806
mux2 210, nand4 72, o31ai 52, buf 1079, nor3 75, bufinv 50, xnor2 193, o22a 44
and3 116, dfstp 63, o31a 35, nor2 255
Power figures rest on the tool's default switching activity, not on a simulated workload.
