`design.v`:
```
module icache
#(
    parameter BLOCK_COUNT = 16,
    parameter INSTR_WIDTH = 32,
    parameter BLOCK_WIDTH = 512,
    parameter ADDR_WIDTH  = 64
)
(
    input  logic                     clk_i,
    input  logic                     arst_i,
    input  logic                     we_i,
    input  logic                     invalidate_i,
    input  logic [ADDR_WIDTH  - 1:0] addr_i,
    input  logic [BLOCK_WIDTH - 1:0] instr_block_i,
    output logic [INSTR_WIDTH - 1:0] instruction_o,
    output logic                     hit_o
);
    localparam WORD_COUNT = BLOCK_WIDTH/INSTR_WIDTH;  
    localparam BLOCK_INDEX_WIDTH = $clog2(BLOCK_COUNT);    
    localparam WORD_OFFSET_WIDTH = $clog2(WORD_COUNT);     
    localparam BYTE_OFFSET_WIDTH = $clog2(INSTR_WIDTH/8);  
    localparam TAG_MSB         = ADDR_WIDTH - 1;                                             
    localparam TAG_LSB         = BLOCK_INDEX_WIDTH + WORD_OFFSET_WIDTH + BYTE_OFFSET_WIDTH;  
    localparam TAG_WIDTH       = TAG_MSB - TAG_LSB + 1;                                      
    localparam INDEX_MSB       = TAG_LSB - 1;                                                
    localparam INDEX_LSB       = INDEX_MSB - BLOCK_INDEX_WIDTH + 1;                          
    localparam WORD_OFFSET_MSB = INDEX_LSB - 1;                                              
    localparam WORD_OFFSET_LSB = BYTE_OFFSET_WIDTH;                                          
    logic [TAG_WIDTH         - 1:0] tag_in;
    logic [BLOCK_INDEX_WIDTH - 1:0] index_in;
    logic [WORD_OFFSET_WIDTH - 1:0] word_offset_in;
    logic [TAG_WIDTH - 1:0] tag;
    logic                   valid;
    logic                   tag_match;
    assign tag_in         = addr_i[TAG_MSB        :TAG_LSB        ];
    assign index_in       = addr_i[INDEX_MSB      :INDEX_LSB      ];
    assign word_offset_in = addr_i[WORD_OFFSET_MSB:WORD_OFFSET_LSB];
    assign tag   = tag_mem  [index_in];
    assign valid = valid_mem[index_in];
    assign tag_match = (tag == tag_in);
    assign hit_o     = valid & tag_match;
    logic [TAG_WIDTH - 1:0  ] tag_mem[BLOCK_COUNT - 1:0];  
    logic [BLOCK_COUNT - 1:0] valid_mem;                   
    logic [BLOCK_WIDTH - 1:0] i_mem  [BLOCK_COUNT - 1:0];  
    always_ff @(posedge clk_i, posedge arst_i) begin
        if      (arst_i      ) valid_mem <= '0;
        else if (invalidate_i) valid_mem <= '0;
        else if (we_i        ) valid_mem[index_in] <= 1'b1;
    end
    always_ff @(posedge clk_i) begin
        if (we_i) begin
            tag_mem[index_in] <= tag_in;
            i_mem  [index_in] <= instr_block_i;
        end
    end
    assign instruction_o = i_mem[index_in][((word_offset_in + 1) * 32 - 1) -: 32];
endmodule
```
`run.sh`:
```
#!/bin/bash
# OpenROAD 26Q1-2900-gdf79404cd8, Yosys 0.63+post, stock flow scripts
make -C /OpenROAD-flow-scripts/flow DESIGN_CONFIG=/design/flow/config.mk WORK_HOME=/design/flow/orfs finish
```
`config.mk`:
```
export PLATFORM = sky130hd
export DESIGN_NAME = icache
export DESIGN_NICKNAME = icache
export VERILOG_FILES = /design/flow/design.v
export SDC_FILE = /design/flow/constraint.sdc
export NUM_CORES = 4
export LEC_CHECK = 1
export CORE_UTILIZATION = 50
export SYNTH_MEMORY_MAX_BITS = 65536
```
`constraint.sdc`:
```
current_design icache

set clk_period 97.5
set clk_io_pct 0.2

create_clock -name clk0 -period $clk_period [get_ports {clk_i}]

set non_clock_inputs [all_inputs -no_clocks]
set_input_delay [expr $clk_period * $clk_io_pct] -clock clk0 $non_clock_inputs
set_output_delay [expr $clk_period * $clk_io_pct] -clock clk0 [all_outputs]
```
==> impl_results.html <==
<!-- implementation run metrics -->
<table>
<tr><th>Metric</th><th>Value</th></tr>
<tr><th colspan="2">Final timing</th></tr>
<tr><td>Final worst-path cycle share</td><td>49.9%</td></tr>
<tr><td>Max-slew violation total from the final report</td><td>0</td></tr>
<tr><td>Setup repair after global routing missed its margin</td><td>false</td></tr>
<tr><td>Final setup violation count</td><td>0</td></tr>
<tr><td>Setup clock skew after layout</td><td>0 ns</td></tr>
<tr><td>Max transition margin</td><td>13.0%</td></tr>
<tr><td>Final-layout setup total negative slack</td><td>0 ns</td></tr>
<tr><td>Minimum period implied by the final worst setup slack</td><td>48.61 ns</td></tr>
<tr><td>Maximum achievable frequency</td><td>20.6 MHz</td></tr>
<tr><td>Slew at the pin closest to its max-slew limit</td><td>1.31 ns</td></tr>
<tr><td>Final hold violation count</td><td>0</td></tr>
<tr><th colspan="2">Route</th></tr>
<tr><td>Remaining design rule violation count</td><td>0</td></tr>
<tr><td>Routed WL per cell</td><td>38.2 um</td></tr>
<tr><td>Detailed Routing Iterations Pass 1</td><td>6</td></tr>
<tr><td>DR iter-0 viols</td><td>11300</td></tr>
<tr><td>Routed via count</td><td>161000</td></tr>
<tr><td>Aggregate routed wire length</td><td>989 mm</td></tr>
<tr><td>Vias per Instance</td><td>6.23</td></tr>
<tr><td>Post-route ant nets</td><td>0</td></tr>
<tr><th colspan="2">Outcome</th></tr>
<tr><td>Result of the run</td><td>complete, no violations</td></tr>
<tr><th colspan="2">Synth</th></tr>
<tr><td>Top FF cell, synth</td><td>edfxtp_1</td></tr>
<tr><td>Number of cells in the yosys synthesis report</td><td>14200</td></tr>
<tr><td>Cell type with the highest aggregate area in the netlist</td><td>edfxtp_1</td></tr>
<tr><td>YS chip area</td><td>346000 um2</td></tr>
<tr><td>Top cell types by occurrence after synthesis</td><td>9056 x edfxtp_1, 2551 x mux4_2, 375 x mux2i_1</td></tr>
<tr><td>Post-Syn Instances</td><td>14200</td></tr>
<tr><td>Library cell with the highest instance count after synthesis</td><td>edfxtp_1</td></tr>
<tr><td>Flops out of synthesis</td><td>9072</td></tr>
<tr><td>Synthesized cell area</td><td>346000 um2</td></tr>
<tr><td>Share of Yosys cell area claimed by the top area cell type</td><td>78.5%</td></tr>
<tr><td>Post-synth EDFFs</td><td>9056</td></tr>
<tr><td>Synthesis Warnings</td><td>1</td></tr>
<tr><td>Post-synth cell types</td><td>76</td></tr>
<tr><td>Sequential share of the synthesized area</td><td>78.6%</td></tr>
<tr><td>Mean area per synthesized cell</td><td>24.4 um2</td></tr>
<tr><td>Top cells by area, synth</td><td>edfxtp_1 79%, mux4_2 17%, mux2i_1 1.1%, buf_4 0.48%, buf_2 0.39%</td></tr>
<tr><td>Async SR Flop Fraction</td><td>0.176%</td></tr>
<tr><th colspan="2">Worst setup path</th></tr>
<tr><td>Reg2reg start</td><td>valid_mem[0]</td></tr>
<tr><td>Reg-to-reg slack, setup</td><td>96.77 ns</td></tr>
<tr><td>Worst-path cell chain</td><td>buf_16 -&gt; buf_4 -&gt; buf_4 -&gt; buf_4 -&gt; buf_4 -&gt; buf_4 -&gt; buf_4 -&gt; buf_4 -&gt; buf_4 -&gt; buf_4 -&gt; buf_4 -&gt; mux4_2 -&gt; mux2i_1 -&gt; a22oi_1 -&gt; a21oi_1 -&gt; buf_4 -&gt; a211o_1 -&gt; o31ai_1 -&gt; buf_4 -&gt; clkdlybuf4s50_1</td></tr>
<tr><td>Highest fanout seen on the critical path</td><td>82</td></tr>
<tr><td>Worst path max stage delay</td><td>1.03 ns</td></tr>
<tr><td>Arrival time of data at the critical path endpoint</td><td>29.11 ns</td></tr>
<tr><td>Crit path capture</td><td>instruction_o[15]</td></tr>
<tr><td>Critical path startpoint category</td><td>input port</td></tr>
<tr><td>Crit. Startpoint</td><td>addr_i[7]</td></tr>
<tr><td>Most frequent CP cell</td><td>buf_4</td></tr>
<tr><td>Critical path class</td><td>input port to output pin</td></tr>
<tr><td>Endpoint of the worst register-to-register path</td><td>valid_mem[0]</td></tr>
<tr><td>Cell with the largest stage delay on the worst path</td><td>a21oi_1</td></tr>
<tr><td>R2R cell count</td><td>2</td></tr>
<tr><td>Endpoint type of the worst setup path</td><td>output pin</td></tr>
<tr><td>Required time reported for the critical path endpoint</td><td>78.00 ns</td></tr>
<tr><th colspan="2">Power and ir drop</th></tr>
<tr><td>Sequential share of power</td><td>53.1%</td></tr>
<tr><td>Clk network pwr share</td><td>40.3%</td></tr>
<tr><td>Net Switching</td><td>1820 uW</td></tr>
<tr><td>Static leakage</td><td>0.123 uW</td></tr>
<tr><td>Total Power</td><td>8270 uW</td></tr>
<tr><td>VDD IR-drop max</td><td>0.0226 mV</td></tr>
<tr><td>Design internal power</td><td>6450 uW</td></tr>
<tr><td>Power density relative to cell area</td><td>20.9 nW/um2</td></tr>
<tr><td>Part of the total power dissipated in combinational logic</td><td>6.6%</td></tr>
<tr><td>Switching Fraction</td><td>22.0%</td></tr>
<tr><th colspan="2">Floorplanning</th></tr>
<tr><td>Vert. Die Dim</td><td>834 um</td></tr>
<tr><td>Die X</td><td>834 um</td></tr>
<tr><td>Cell row count</td><td>305</td></tr>
<tr><td>Number of top-level design ports</td><td>613</td></tr>
<tr><td>Placeable Area</td><td>690000 um2</td></tr>
<tr><td>Die outline area</td><td>696000 um2</td></tr>
<tr><td>Floorplan Utilization</td><td>50.2%</td></tr>
<tr><th colspan="2">Clocking</th></tr>
<tr><td>Number of levels in the clock H-tree</td><td>6</td></tr>
<tr><td>Number of sinks on the clock net</td><td>9072</td></tr>
<tr><td>Number of buffers inserted for hold repair after clock tree synthesis</td><td>0</td></tr>
<tr><td>Number of buffers inserted to repair setup after CTS</td><td>0</td></tr>
<tr><td>Cells resized by post-CTS repair</td><td>0</td></tr>
<tr><td>Clock edge transition at the registers on the reported setup and hold paths</td><td>0.06 ns</td></tr>
<tr><td>Latest clock arrival within the worst-skew pair</td><td>1.19 ns</td></tr>
<tr><td>CTS Buf Count</td><td>893</td></tr>
<tr><td>Clock tree root driver cell</td><td>clkbuf_16</td></tr>
<tr><td>Max Root-Sink Buffers</td><td>4</td></tr>
<tr><td>TritonCTS clock tree</td><td>built</td></tr>
<tr><th colspan="2">Run</th></tr>
<tr><td>Tool warnings</td><td>32</td></tr>
<tr><td># Max-Cap Violations</td><td>0</td></tr>
<tr><th colspan="2">Placement</th></tr>
<tr><td>Routability congestion estimate</td><td>0.868</td></tr>
<tr><td>Post-DP HPWL</td><td>604 mm</td></tr>
<tr><td>Port bufs</td><td>610</td></tr>
<tr><th colspan="2">Global routing</th></tr>
<tr><td>Wire length of the first global-routing pass</td><td>1380 mm</td></tr>
<tr><td>Met3 Track Usage GR</td><td>28.2%</td></tr>
<tr><td>Layer with the highest usage</td><td>met2</td></tr>
<tr><td>GRT met2 Usage</td><td>44.4%</td></tr>
<tr><td>Initial antenna violation count</td><td>372</td></tr>
<tr><td>Vias in the first global route</td><td>176000</td></tr>
<tr><td>GRT Util Overall</td><td>32.7%</td></tr>
<tr><td>Met1 usage</td><td>41.0%</td></tr>
<tr><td>Pin count of the biggest net entering global routing</td><td>86</td></tr>
<tr><td>Total global routing overflow</td><td>0</td></tr>
<tr><th colspan="2">Worst hold path</th></tr>
<tr><td>Min-delay src</td><td>valid_mem[14]</td></tr>
<tr><td>Path category of the worst min-delay check</td><td>register to register</td></tr>
<tr><th colspan="2">Layout</th></tr>
<tr><td>Share of layout cells above drive strength 1</td><td>28.0%</td></tr>
<tr><td>Area overhead of the layout relative to synthesis</td><td>14.0%</td></tr>
</table>
==> area by class of cell <==
class                      count  area, um2
antenna                      232        581
clock buffer                1116      23300
clock inverter               539       4860
fill                       49000     295000
inverter                       6       45.0
multi-input combinational   4353      70200
sequential                  9072     272000
tap                         9210      11500
timing repair buffer        1358      12100
==> logic make-up after synthesis <==
family,Yosys count,share of synthesized area [%]
mux,2942,17.7
xor+xnor,53,0.134
fa+ha+maj,6,0.0217
flops,9072,78.6
simple gates,680,0.869
buf+inv,776,1.26
compound gates,672,1.37
==> state kept, by name, indices dropped and copies added, names as in the netlist <==
| register | count |
|---|---|
| tag_mem | 864 |
| valid_mem | 16 |
| i_mem | 8192 |
==> power groups by stage <==
| stage | combinational (uW) | clock [uW] | sequential [uW] |
|---|---|---|---|
| final | 544 | 3340 | 4390 |
| after global routing | 576 | 3530 | 4390 |
| after CTS | 546 | 3380 | 4390 |
==> placed cells by master, fill, tap and decap left out, types with 122 or more instances in the layout <==
cell / netlist / layout
a21oi_1: 127 / 122
buf_4: 222 / 725
clkbuf_1: 167 / 216
clkbuf_16: 0 / 900
clkdlybuf4s50_1: 0 / 605
clkinv_1: 0 / 255
clkinv_2: 0 / 153
diode_2: 0 / 232
edfxtp_1: 9056 / 9056
mux2i_1: 375 / 369
mux4_2: 2551 / 2551
nand2_1: 324 / 316
==> worst min-delay path by stage <==
stage                      endpoint  slack [ns]  cells past startpoint
final                 valid_mem[14]        0.49                      2
after CTS             valid_mem[14]        0.49                      2
after global routing   valid_mem[2]        0.52                      2
==> critical path: cells and delay by family <==
family / cells / cell delay [ns]
buffers and inverters: 14 / 7.34
multiplexers: 2 / 0.62
AND-OR/OR-AND: 4 / 1.36
==> routing by layer <==
layer	share of wire (%)	routed length, um	vias to the layer above
met5	0.27	2700	-
met4	4.1	40900	260
met3	20	200000	1798
met2	46	458000	11800
met1	29	287000	82300
li1	-	-	65000
==> per-stage QoR <==
step                setup WS, ns  cells  area [um2]  hold slack, ns  utilization [%]
CTS                        48.68  25700      394000           0.494             57.2
finish                     48.89  25900      395000           0.491             57.2
floorplan                  51.11  14200      346000           0.457                -
global placement           48.77  24000      366000           0.474             53.1
detailed placement         48.76  24000      366000           0.481             53.1
global route               48.15  25800      395000           0.515             57.2
No activity file was given, so power comes from the tool's default toggle rates.
