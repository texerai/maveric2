`/design/flow/config.mk`:
```
export PLATFORM = sky130hd
export DESIGN_NAME = amo_alu
export DESIGN_NICKNAME = amo_alu
export VERILOG_FILES = /design/flow/design.v
export SDC_FILE = /design/flow/constraint.sdc
export NUM_CORES = 4
export LEC_CHECK = 1
export CORE_UTILIZATION = 30
```
`/design/flow/constraint.sdc`:
```
current_design amo_alu

set clk_period 19.2
set clk_io_pct 0.2

create_clock -name clk0 -period $clk_period

set non_clock_inputs [all_inputs -no_clocks]
set_input_delay [expr $clk_period * $clk_io_pct] -clock clk0 $non_clock_inputs
set_output_delay [expr $clk_period * $clk_io_pct] -clock clk0 [all_outputs]
```
`/design/flow/design.v`:
```
module amo_alu
#(
    parameter DATA_WIDTH    = 64,
    parameter CONTROL_WIDTH = 5
)
(
    input  logic [CONTROL_WIDTH - 1:0] amo_op_i,
    input  logic [DATA_WIDTH    - 1:0] mem_rdata_i,
    input  logic [DATA_WIDTH    - 1:0] rs2_i,
    output logic [DATA_WIDTH    - 1:0] amo_result_o
);
    localparam AMO_SWAPW = 5'b10000;
    localparam AMO_ADDW  = 5'b00000;
    localparam AMO_XORW  = 5'b00001;
    localparam AMO_ANDW  = 5'b00011;
    localparam AMO_ORW   = 5'b00010;
    localparam AMO_MINW  = 5'b00100;
    localparam AMO_MAXW  = 5'b00101;
    localparam AMO_MINUW = 5'b00110;
    localparam AMO_MAXUW = 5'b00111;
    localparam AMO_SWAPD = 5'b11000;
    localparam AMO_ADDD  = 5'b01000;
    localparam AMO_XORD  = 5'b01001;
    localparam AMO_ANDD  = 5'b01011;
    localparam AMO_ORD   = 5'b01010;
    localparam AMO_MIND  = 5'b01100;
    localparam AMO_MAXD  = 5'b01101;
    localparam AMO_MINUD = 5'b01110;
    localparam AMO_MAXUD = 5'b01111;
    logic [DATA_WIDTH - 1:0] add_out;
    logic [DATA_WIDTH - 1:0] xor_out;
    logic [DATA_WIDTH - 1:0] and_out;
    logic [DATA_WIDTH - 1:0] or_out;
    logic less_than;
    logic less_than_w;
    logic less_than_u;
    logic less_than_uw;
    assign add_out      = mem_rdata_i + rs2_i;
    assign xor_out      = mem_rdata_i ^ rs2_i;
    assign and_out      = mem_rdata_i & rs2_i;
    assign or_out       = mem_rdata_i | rs2_i;
    assign less_than    = $signed(mem_rdata_i) < $signed(rs2_i);
    assign less_than_u  = mem_rdata_i < rs2_i;
    assign less_than_w  = $signed(mem_rdata_i[31:0]) < $signed(rs2_i[31:0]);
    assign less_than_uw = mem_rdata_i[31:0] < rs2_i[31:0];
    always_comb begin
        amo_result_o = '0;
        case (amo_op_i)
            AMO_SWAPW: amo_result_o = {{32{rs2_i[31]}}, rs2_i[31:0]};
            AMO_ADDW : amo_result_o = {{32{add_out[31]}}, add_out[31:0]};
            AMO_XORW : amo_result_o = {{32{xor_out[31]}}, xor_out[31:0]};
            AMO_ANDW : amo_result_o = {{32{and_out[31]}}, and_out[31:0]};
            AMO_ORW  : amo_result_o = {{32{or_out[31]}}, or_out[31:0]};
            AMO_MINW : amo_result_o = less_than_w  ? {{32{mem_rdata_i[31]}}, mem_rdata_i[31:0]} : {{32{rs2_i[31]}}, rs2_i[31:0]};
            AMO_MAXW : amo_result_o = less_than_w  ? {{32{rs2_i[31]}}, rs2_i[31:0]} : {{32{mem_rdata_i[31]}}, mem_rdata_i[31:0]};
            AMO_MINUW: amo_result_o = less_than_uw ? {32'b0, mem_rdata_i[31:0]} : {32'b0, rs2_i[31:0]};
            AMO_MAXUW: amo_result_o = less_than_uw ? {32'b0, rs2_i[31:0]} : {32'b0, mem_rdata_i[31:0]};
            AMO_SWAPD: amo_result_o = rs2_i;
            AMO_ADDD : amo_result_o = add_out;
            AMO_XORD : amo_result_o = xor_out;
            AMO_ANDD : amo_result_o = and_out;
            AMO_ORD  : amo_result_o = or_out;
            AMO_MIND : amo_result_o = less_than   ? mem_rdata_i : rs2_i;
            AMO_MAXD : amo_result_o = less_than   ? rs2_i       : mem_rdata_i;
            AMO_MINUD: amo_result_o = less_than_u ? mem_rdata_i : rs2_i;
            AMO_MAXUD: amo_result_o = less_than_u ? rs2_i       : mem_rdata_i;
            default: begin
                amo_result_o = '0;
            end
        endcase
    end
endmodule
```
`/design/flow/run.sh`:
```
#!/bin/bash
# OpenROAD 26Q1-2900-gdf79404cd8, Yosys 0.63+post, stock flow scripts
make -C /OpenROAD-flow-scripts/flow DESIGN_CONFIG=/design/flow/config.mk WORK_HOME=/design/flow/orfs finish
```
==> flow_summary.json <==
{
  "status": "finished, final reports clean",
  "endpoint_of_the_worst_hold_timing_path": "amo_result_o[60]",
  "path_class": "input pin to output port",
  "yosys.stat.chipArea_mm2": 0.00960,
  "yosys-stat-cells": 1451,
  "final-seq-area_um2": 0,
  "maximum_capacitance_violations": 0,
  "die_area_mm2": 0.0327,
  "crit_path_drt_ns": 15.36,
  "static-leakage-power_nw": 5.33,
  "globalplace.congestion": 0.967,
  "fin_total_pwr_uw": 321,
  "grt_max_degree": 37,
  "hold_viol": 0,
  "cts.repair_timing.setup_buffer_count": 0,
  "first_global_vias": 10400,
  "openroad.warnings": 160,
  "layout.clock_buffers": 0,
  "hold-path-cell-count": 4,
  "layout-area-overhead-vs-synth_pct": 23.1,
  "grt_remaining_overflow": 0,
  "netlist_area_mm2": 0.00960,
  "hold_path_class": "input pin to output port",
  "critical_path_buf_inv_count": 3,
  "drt-pass1-iter-count": 8,
  "final_min_period_over_clock_period_pct": 66.9,
  "drt_wl_total_um": 36600,
  "avgSynthCellArea_um2": 6.62,
  "worstPathMaxFanout": 14,
  "cts_resized": 0,
  "number_of_antenna_violations_at_the_first_check_in_global_routing": 1,
  "power_per_cell_area_mw_per_mm2": 27.1,
  "postSynthCellCount": 1451,
  "vias_per_cell": 5.64,
  "final_layout_size_suffix_gt1_share_pct": 2.69,
  "critical_path.most_common_cell": "sky130_fd_sc_hd__clkdlybuf4s50_1",
  "n_sequential_cell": 0,
  "yosys_warnings": 1,
  "fmax_mhz": 77.9,
  "cpLargestDelayFamily": "simple AND/OR/NAND/NOR gates",
  "grt_first_pass_wirelength_um": 57200,
  "drtIter0Drc": 847,
  "critical_path.startpoint_type": "input pin",
  "placementRows": 65,
  "io-pin-count": 197,
  "detail_route.wl_per_cell_um": 18.6,
  "cp_slowest_cell": "sky130_fd_sc_hd__a21oi_2",
  "logic_area_mm2": 0.00856,
  "drt.antenna.violating_nets": 0,
  "slowest_delay_ns": 0.71,
  "hold_path_startpoint": "rs2_i[60]",
  "floorplan.core_util_pct": 30.4,
  "drc_errors": 0,
  "synthDistinctLibCells": 80,
  "synth_top_area_share_pct": 25.0,
  "grt.total_usage_pct": 21.9,
  "tns_ns": 0,
  "max-vdd-ir-drop_mv": 0.0124,
  "report.final.slew_viol_count": 0,
  "worst_slew_pin_slew_ns": 0.831,
  "die.size.x_um": 181,
  "cp_cell_sequence": "clkdlybuf4s50_1, inv_1, ha_1, nor4_2, nand4_1, or4b_4, a211oi_4, o21a_4, o21ai_0, a21oi_2, or3_1, a221o_1, clkdlybuf4s50_1",
  "rsz0062_at_grt": "false",
  "fillCellCount": 3310,
  "post-synth-top-area-cell": "sky130_fd_sc_hd__ha_1",
  "worstSetupEndpointType": "output port",
  "shortest_clock_period_the_worst_path_allows_after_layout_ns": 12.84,
  "placement.io_buffers": 197,
  "die_height_um": 181,
  "seq_area_frac_synth_pct": 0,
  "setup_violations": 0,
  "vias": 11100,
  "max_slew_margin_pct": 44.6,
  "holdBufCountCts": 0,
  "timing.critical_path.arrival_ns": 9.00,
  "core-area_mm2": 0.0316,
  "detailed_place_hpwl_um": 28500,
  "yosys-top-cells-area": "sky130_fd_sc_hd__ha_1 25%, sky130_fd_sc_hd__a21oi_1 6.8%, sky130_fd_sc_hd__inv_1 6.8%"
}
-- layout by cell type, fill, tap and decap left out, types with 22 or more instances in the layout --
cell and instances:
sky130_fd_sc_hd__a21o_1 41, sky130_fd_sc_hd__a21oi_1 130, sky130_fd_sc_hd__a221o_1 33, sky130_fd_sc_hd__a221oi_1 47
sky130_fd_sc_hd__clkdlybuf4s50_1 197, sky130_fd_sc_hd__ha_1 192, sky130_fd_sc_hd__inv_1 173, sky130_fd_sc_hd__nand2_1 112
sky130_fd_sc_hd__nand3_1 32, sky130_fd_sc_hd__nand4_1 22, sky130_fd_sc_hd__nor2_1 94, sky130_fd_sc_hd__nor3_1 32
sky130_fd_sc_hd__o21ai_0 109, sky130_fd_sc_hd__xnor2_1 37
-- cells by family after synthesis --
logic type	Yosys count	share of synthesized area, %
compound gates	539	38.5
xor+xnor	50	4.85
fa+ha+maj	193	25.2
buf+inv	277	11.2
mux	8	0.834
simple gates	384	19.4
-- worst max-delay path by stage --
| stage | slack, ns | depth (start not counted) | to | from |
|---|---|---|---|---|
| 6_report | 6.36 | 13 | amo_result_o[27] | mem_rdata_i[26] |
| 4_1_cts | 6.40 | 13 | amo_result_o[27] | rs2_i[26] |
| 5_1_grt | 6.13 | 13 | amo_result_o[29] | mem_rdata_i[26] |
-- synthesized netlist by cell type (4+ instances only) --
cell type,count
sky130_fd_sc_hd__a211oi_1,12
sky130_fd_sc_hd__o21a_1,9
sky130_fd_sc_hd__nor2_1,97
sky130_fd_sc_hd__o21bai_1,22
sky130_fd_sc_hd__o221ai_1,15
sky130_fd_sc_hd__nand3_1,32
sky130_fd_sc_hd__a211o_1,4
sky130_fd_sc_hd__or3_1,14
sky130_fd_sc_hd__ha_1,192
sky130_fd_sc_hd__buf_2,19
sky130_fd_sc_hd__nor4_1,11
sky130_fd_sc_hd__a311oi_1,6
sky130_fd_sc_hd__nor2b_1,8
sky130_fd_sc_hd__o2111ai_1,20
sky130_fd_sc_hd__xor2_1,11
sky130_fd_sc_hd__o21ai_0,109
sky130_fd_sc_hd__and2_1,8
sky130_fd_sc_hd__o311ai_0,6
sky130_fd_sc_hd__a21oi_1,130
sky130_fd_sc_hd__nand2_1,112
sky130_fd_sc_hd__and3_1,11
sky130_fd_sc_hd__a221oi_1,47
sky130_fd_sc_hd__a22oi_1,12
sky130_fd_sc_hd__nand2b_1,10
sky130_fd_sc_hd__a21o_1,41
sky130_fd_sc_hd__a221o_1,33
sky130_fd_sc_hd__or2_2,5
sky130_fd_sc_hd__a21boi_0,5
sky130_fd_sc_hd__xnor2_1,37
sky130_fd_sc_hd__a31oi_1,13
sky130_fd_sc_hd__o22ai_1,5
sky130_fd_sc_hd__mux2i_1,8
sky130_fd_sc_hd__clkbuf_1,78
sky130_fd_sc_hd__o31ai_1,13
sky130_fd_sc_hd__nand4_1,22
sky130_fd_sc_hd__nor3_1,33
sky130_fd_sc_hd__inv_1,173
sky130_fd_sc_hd__o211ai_1,10
-- per-layer routing --
layer / up-vias / global-route usage [%] / part of all wire (%)
met4: 0 / 5.50 / 2.6
li1: 5504 / - / -
met2: 426 / 35.4 / 44
met5: - / 0 / 0
met3: 57 / 1.75 / 6.3
met1: 5112 / 31.4 / 47
-- power by group --
part	switching (mW)	leakage [nW]	total [mW]	internal [mW]
Combinational	0.173	5.33	0.321	0.148
Sequential	0	0	0	0
Clock	0	0.0000127	0.0000000139	0.0000000139
-- through the flow --
stage	worst slack (ns)	cell area (µm²)	util (%)	hold slack [ns]	instances
2_1_floorplan	8.42	9600	-	7.75	1451
3_3_place_gp	6.50	11800	37.4	8.73	1965
3_5_place_dp	6.41	11800	37.4	8.72	1965
4_1_cts	6.40	11800	37.4	8.73	1965
5_1_grt	6.13	11800	37.4	8.78	1965
6_report	6.36	11800	37.5	8.73	1967
-- area by class of cell --
| cell class | instances | share of cell area (%) |
|---|---|---|
| Tap cell | 402 | 4.25 |
| Antenna cell | 2 | 0.0423 |
| Multi-Input combinational cell | 1174 | 72.4 |
| Inverter | 175 | 5.56 |
| Timing Repair Buffer | 214 | 17.8 |
Power and IR drop assume default switching activity.
